## ./run.sh

```bash
#!/bin/bash
# OpenROAD 26Q1-2900-gdf79404cd8, Yosys 0.63+post, stock flow scripts
make -C /OpenROAD-flow-scripts/flow DESIGN_CONFIG=/design/flow/config.mk WORK_HOME=/design/flow/orfs finish
```

## ./config.mk

```make
export PLATFORM = sky130hd
export DESIGN_NAME = PWMPeripheral
export DESIGN_NICKNAME = PWMPeripheral
export VERILOG_FILES = /design/flow/design.v
export SDC_FILE = /design/flow/constraint.sdc
export NUM_CORES = 4
export LEC_CHECK = 1
export CORE_UTILIZATION = 30
```

## ./constraint.sdc

```tcl
current_design PWMPeripheral

set clk_period 2.7
set clk_io_pct 0.2

create_clock -name clk0 -period $clk_period [get_ports {clk_12MHz}]
create_clock -name clk1 -period $clk_period [get_ports {clk_255kHz}]

set non_clock_inputs [all_inputs -no_clocks]
set_input_delay [expr $clk_period * $clk_io_pct] -clock clk0 $non_clock_inputs
set_output_delay [expr $clk_period * $clk_io_pct] -clock clk0 [all_outputs]
```

## ./design.v

```verilog
`default_nettype none
module PWMGenerator (
	input wire [7:0] width,  
	input wire clk_255kHz,
	output reg pwm,
	input wire reset);
	reg [12:0] count;					
	reg [7:0] latched_width;
	always @ (posedge clk_255kHz)			
		begin
			if(reset)
				begin
					count <= 0;
					pwm <= 0;
				end
			else
				begin
					if(count == 0)
						latched_width <= width;
					if(count >= (latched_width + 10'd255))
						pwm <= 0;
					else
						pwm <= 1;
					if(count == 5099)			
						count <= 0;					
					else
						count <= count + 1;	
				end
		end
endmodule
module PWMPeripheral(
	input wire clk_12MHz,
	input wire clk_255kHz,
	inout wire [31:0] databus,
	output tri [2:0] reg_size,  
	input wire [7:0] register_addr,
	input wire rw,  
	input wire select,  
	output wire pwm_left,
	output wire pwm_right,
	input wire pause,
	input wire reset);
	reg [7:0] register[1:0];
	wire [7:0] left_value;
	wire [7:0] right_value;
	assign left_value = pause ? 8'd127 : register[0];
	assign right_value = pause ? 8'd127 : register[1];
	reg [7:0] read_value;
	reg [2:0] read_size;
	reg prev_select;
	assign reg_size = select ? read_size : 'bz;
	assign databus = (select & rw) ? {24'd0, read_value} : 'bz;
	always @ (posedge clk_12MHz)			
		begin
			prev_select <= select;
			if(reset == 1)
				begin
					register[0] <= 8'd127;
					register[1] <= 8'd127;
				end
			else
				if(~prev_select & select)
					begin
						case(register_addr)
							8'd0:
								begin
									read_value <= register[0];
									read_size <= 3'd1;
								end
							8'd1:
								begin
									read_value <= register[1];
									read_size <= 3'd1;
								end
							default:
								begin
									read_value <= 'b0;
									read_size <= 'b0;
								end
						endcase
						if(~rw)
							begin
								case(register_addr)
									8'd0:
										register[0] <= databus[7:0];
									8'd1:
										register[1] <= databus[7:0];
								endcase
							end
					end
		end
	PWMGenerator left(.width(left_value),
	                  .clk_255kHz(clk_255kHz),
	                  .pwm(pwm_left),
	                  .reset(reset));
	PWMGenerator right(.width(right_value),
	                  .clk_255kHz(clk_255kHz),
	                  .pwm(pwm_right),
	                  .reset(reset));
endmodule
module PWMReceiver(
	input wire pwm_in,
    input wire clk_255kHz,
    output reg valid,
    output reg [7:0] period,
    input wire reset);
    parameter timeout_ms = 50;
    reg [15:0] count;
	reg prev_in;
	reg latched_in;
	always @ (posedge clk_255kHz)			
		begin
			latched_in <= pwm_in;
			prev_in <= latched_in;
			if(reset)
				begin
					count <= (255 * timeout_ms);
					valid <= 0;
				end
			else
				begin
					 if(~prev_in & latched_in)  
						begin
							count <= 0;
						end
					else
						begin
							if(prev_in & ~latched_in)  
								begin
									if(count > 229 && count < 255)  
										begin
											valid <= 1;
											period <= 0;
										end
									if(count > 255 && count < 510)  
										begin
											valid <= 1;
											period <= count - 255; 
										end
									if(count > 510 && count < 561)  
										begin
											valid <= 1;
											period <= 255;
										end
									if(count <= 229 || count >= 561)  
										begin
											valid <= 0;
										end
								end
							if(count >= (255 * timeout_ms))  
								valid <= 0;
							else
								count <= count+1;
						end
				end
		end
endmodule
module RCPeripheral(
	input wire clk_255kHz,
	inout wire [31:0] databus,
	output tri [2:0] reg_size,  
	input wire [7:0] register_addr,
	input wire rw,  
	input wire select,  
	input wire rc1,
	input wire rc2,
	input wire rc3,
	input wire rc4, 
	input wire rc7,
	input wire rc8,
	input wire reset);
	parameter num_regs = 7;
	wire [7:0] register[num_regs-1:0];
	reg [7:0] read_value;
	reg [2:0] read_size;
	assign reg_size = select ? read_size : 'bz;
	assign databus = (select & rw) ? {24'd0, read_value} : 'bz;
	always @ (posedge select)			
		begin
			if(register_addr < num_regs)
				begin
					read_value <= register[register_addr];
					read_size <= 3'd1;
				end
			else
				begin
					read_value <= 'b0;
					read_size <= 'b0;
				end
		end
    PWMReceiver recv_ch1(.pwm_in(rc1),
	                    .valid(register[0][0]),
	                    .period(register[1]),
	                    .clk_255kHz(clk_255kHz),
	                    .reset(reset));
	PWMReceiver recv_ch2(.pwm_in(rc2),
	                    .valid(register[0][1]),
	                    .period(register[2]),
	                    .clk_255kHz(clk_255kHz),
	                    .reset(reset));
	PWMReceiver recv_ch3(.pwm_in(rc3),
	                    .valid(register[0][2]),
	                    .period(register[3]),
	                    .clk_255kHz(clk_255kHz),
	                    .reset(reset));
	PWMReceiver recv_ch4(.pwm_in(rc4),
	                    .valid(register[0][3]),
	                    .period(register[4]),
	                    .clk_255kHz(clk_255kHz),
	                    .reset(reset));
	PWMReceiver recv_ch7(.pwm_in(rc7),
	                    .valid(register[0][6]),
	                    .period(register[5]),
	                    .clk_255kHz(clk_255kHz),
	                    .reset(reset));
	PWMReceiver recv_ch8(.pwm_in(rc8),
	                    .valid(register[0][7]),
	                    .period(register[6]),
	                    .clk_255kHz(clk_255kHz),
	                    .reset(reset));
endmodule
```

==> flow_metrics.tcl <==
# implementation run metrics
set metrics [dict create \
    synthSimpleGateAreaFrac 0.210 \
    async_flop_share 0 \
    yosysChipArea_um2 3710 \
    die_w_um 113 \
    post_cts_resized 0 \
    synthAdderAreaFrac 0.0810 \
    port_buffers 15 \
    post-cts-setup-buffers 0 \
    synthCells 381 \
    routabilityCongestion 0.796 \
    synthTopCellsByCount "nor2_1, dfxtp_1, nand2_1, buf_4, xnor2_1" \
    lastStage "clock tree synthesis" \
    yosys_most_used_dff "dfxtp_1" \
    post-synth-top-count-cell "nor2_1" \
    logic_family "simple AND/OR/NAND/NOR gates" \
    syn-cell-area_um2 3710 \
    std_cell_rows 40 \
    status "stopped before the end" \
    area_leaders "dfxtp_1, edfxtp_1, ha_1" \
    cts.sinks 70 \
    mux_share 0.0270 \
    fp_util 0.309 \
    pre_cts_ws_ns 0.287 \
    enable_flop_cells 25 \
    error "[error] [KeplerFormal.cpp:679] Workflow failed: Iso has multiple drivers: .databus0, databus[0]$_DFFE_PP_.Q0" \
    yosysUniqueCellTypes 43 \
    netlist.area_leader.share 0.243 \
    ys_warn_count 7 \
    syn_avg_cell_area_um2 9.73 \
    ys_ff 70 \
    dpl.hpwl_um 4910 \
    synthAoiAreaFrac 0.0668 \
    die_h_um 113 \
    io_pins 51 \
    cts_hold_buf 0 \
    ys_cells 381 \
    yosysSeqAreaShare 0.446 \
    yosys.area.top_type "dfxtp_1" \
    ys_sh_xor 0.0804 \
]
[cells by family after synthesis]
kind of cell	Yosys count
AND/OR/NAND/NOR	153
flip-flops	70
buffers and inverters	58
XOR/XNOR	34
AND-OR/OR-AND	31
adder cells (fa/ha/maj)	24
multiplexers	10
other	1
[per-stage QoR]
stage | cell area (um^2) | hold WS [ns] | instances | util | total power [mW]
3_5_place_dp | 3950 | 0.460 | 541 | 0.329 | 1.26
2_1_floorplan | 3800 | 0.430 | 406 | - | 1.23
3_3_place_gp | 3950 | 0.445 | 541 | 0.329 | 1.26
Power is estimated from default activity; no workload was simulated.
